[flow/design.v]
`timescale 1ns / 1ps
module I2C_SLAVE(
    input CLK,                   
    inout SDA,                   
    input SCL,                   
    input [6:0] S_ADDR,          
    input [7:0] DATA_RD,         
    output [6:0] ADDR,           
    output [7:0] DATA_WR);       
    parameter S_START_S=4'b0000, S_ADDR_S=4'b0001, S_RW_S=4'b0010, S_ACK1_S=4'b0011;
    parameter S_BYTE_WR_S=4'b0100, S_BYTE_RD_S=4'b0101, S_ACK2_S=4'b0110, S_STOP_S=4'b0111;
    reg [3:0] STATE, NEXT;
    reg [3:0] cnt;
    reg [6:0] s_addr;
    reg [7:0] data_wr;
    reg [7:0] data_rd;
    reg rw;
    reg sda_ena;
    reg sda;
    always @(*) begin
        case (STATE)
            S_START_S: begin
                sda_ena = 1'b0;
                NEXT = (SDA == 1'b0) ? S_ADDR_S : S_START_S;
            end
            S_ADDR_S: begin
                sda_ena = 1'b0;
                NEXT = (cnt == 4'b0111) ? S_RW_S : S_ADDR_S;
            end
            S_RW_S: begin
                sda_ena = 1'b0;
                data_rd = (~rw) ? DATA_RD : 8'b0;
                NEXT = S_ACK1_S;
            end
            S_ACK1_S: begin
                if (s_addr == S_ADDR) begin
                    sda_ena = 1'b1;
                    sda = 1'b0;
                    NEXT = (rw) ? S_BYTE_WR_S : S_BYTE_RD_S;
                end
                else begin
                    sda_ena = 1'b0;
                    NEXT = S_STOP_S;
                end
            end
            S_BYTE_WR_S: begin
                sda_ena = 1'b0;
                NEXT = (cnt == 4'b0111) ? S_ACK2_S : S_BYTE_WR_S;
            end
            S_BYTE_RD_S: begin
                sda = data_rd[4'b0111-cnt];
                sda_ena = 1'b1;
                NEXT = (cnt == 4'b0111) ? S_ACK2_S : S_BYTE_RD_S;
            end
            S_ACK2_S: begin
                sda_ena = 1'b1;
                sda = 1'b0;
                NEXT = S_STOP_S;
            end
            S_STOP_S: begin
                sda_ena = 1'b0;
                data_rd = 0;
                if ((SDA == 1'b1) && (SCL == 1'b1)) begin
                    NEXT = S_START_S;
                end
                else begin
                    NEXT = S_STOP_S;
                end
            end
            default: NEXT = S_START_S;
        endcase
    end
    always @(posedge SCL) begin
        case(STATE)
            S_START_S: begin
                rw <= 1'b0;
                s_addr <= 7'b0;
                data_wr <= 8'b0;
            end
            S_ADDR_S: s_addr[4'b0110-cnt+1'b1] <= SDA;
            S_RW_S: rw <= SDA;
            S_ACK1_S: ;
            S_BYTE_WR_S: data_wr[4'b0111-cnt] <= SDA;
            S_BYTE_RD_S: ;
            S_ACK2_S: ;
            S_STOP_S: begin
                rw <= 1'b0;
                s_addr <= 7'b0;
                data_wr <= 8'b0;
            end
            default: begin
                rw <= 1'b0;
                s_addr <= 7'b0;
                data_wr <= 8'b0;
            end
        endcase
    end
    always @(negedge SCL) begin
        if ((STATE == S_ADDR_S) || (STATE == S_BYTE_WR_S) || (STATE == S_BYTE_RD_S))
            cnt <= cnt + 1'b1;
        else
            cnt <= 4'b0;
    end
    always @(posedge CLK) begin
        STATE <= NEXT;
    end
    assign ADDR = s_addr;
    assign DATA_WR = data_wr;
    assign SDA = (sda_ena) ? sda : 1'bz;
endmodule
[flow/constraint.sdc]
current_design I2C_SLAVE

set clk_period 1.6
set clk_io_pct 0.2

create_clock -name clk0 -period $clk_period [get_ports {CLK}]
create_clock -name clk1 -period $clk_period [get_ports {SCL}]

set non_clock_inputs [all_inputs -no_clocks]
set_input_delay [expr $clk_period * $clk_io_pct] -clock clk0 $non_clock_inputs
set_output_delay [expr $clk_period * $clk_io_pct] -clock clk0 [all_outputs]
[flow/run.sh]
#!/bin/bash
# OpenROAD 26Q1-2900-gdf79404cd8, Yosys 0.63+post, stock flow scripts
make -C /OpenROAD-flow-scripts/flow DESIGN_CONFIG=/design/flow/config.mk WORK_HOME=/design/flow/orfs finish
[flow/config.mk]
export PLATFORM = sky130hd
export DESIGN_NAME = I2C_SLAVE
export DESIGN_NICKNAME = I2C_SLAVE
export VERILOG_FILES = /design/flow/design.v
export SDC_FILE = /design/flow/constraint.sdc
export NUM_CORES = 4
export LEC_CHECK = 1
export CORE_UTILIZATION = 30
==> results_slide.txt <==
Flow Results at a Glance

Floorplanning
  – Starting Density: 31.90%
  – Chip height: 73.57 um
  – # IOs: 33
  – # rows: 25
  – Die Wd: 73.57 um

Synth
  – Average cell area after synthesis: 9.849 sq um
  – Yosys cell count: 156
  – Synth warnings: 2
  – Ys flops: 32
  – Post-Synthesis Cells: 156
  – Yosys stat chip area: 1536 sq um
  – Cell Area, Synth: 1536 sq um
  – Distinct lib cells: 37

CTS
  – CTS Hold Bufs: 0
  – Cells resized by post-CTS repair: 34
  – Post-CTS setup buffers: 12

Status
  – Status: did not finish
  – Halt Stage: clock tree synthesis (4_1_cts)
  – Stop Error: [error] [KeplerFormal.cpp:679] Workflow failed: Iso has multiple drivers: .SDA0, SDA$_DLATCH_N_.Q0

Timing
  – Number of unconstrained endpoints: 10
  – Register pins left without a clock: 9

Placement
  – Routability Congestion: 0.8515
  – Place WS: -1022 ps
  – Post-DP HPWL: 2776 um
  – I/O Buffers: 30
## kinds of logic after synthesis
logic type | synth area share [%]
AOI/OAI and AO/OA | 18.81
and+or+nand+nor | 15.80
DFF | 40.39
buffers and inverters | 4.642
latches | 8.795
xor gates and xnor gates | 3.990
adders and majority gates | 3.257
muxes | 4.316
## through the flow
stage	util [%]	area [sq um]	cells	TNS (ps)
3_5_place_dp	44.94	2165	275	-14890
3_3_place_gp	44.94	2165	275	-14750
2_1_floorplan	-	1603	156	-12800
## Yosys cell counts
library cell | n | area (sq um)
o21ai_0 | 21 | 105.1
a21oi_1 | 18 | 90.09
edfxtp_1 | 16 | 480.5
inv_1 | 11 | 41.29
dlxtn_1 | 9 | 135.1
and2_1 | 8 | 50.05
nand2_1 | 8 | 30.03
dfxtp_1 | 7 | 140.1
clkbuf_1 | 5 | 18.77
ha_1 | 4 | 50.05
nand2b_1 | 4 | 25.02
nand4_1 | 4 | 25.02
xnor2_1 | 4 | 35.03
nand3_1 | 3 | 15.01
nor2_1 | 3 | 11.26
o211ai_1 | 3 | 22.52
or4_1 | 3 | 22.52
xor2_1 | 3 | 26.28
mux4_2 | 2 | 45.04
nor3_1 | 2 | 10.01
or3_1 | 2 | 12.51
a21boi_1 | 1 | 7.510
and3_1 | 1 | 6.260
and3b_1 | 1 | 8.760
buf_6 | 1 | 11.26
mux2_2 | 1 | 11.26
mux2i_1 | 1 | 10.01
nand4b_1 | 1 | 8.760
o21a_1 | 1 | 7.510
o221ai_1 | 1 | 8.760
o311ai_0 | 1 | 8.760
o31a_1 | 1 | 8.760
o32a_1 | 1 | 10.01
o32a_2 | 1 | 11.26
o32ai_1 | 1 | 8.760
or2_2 | 1 | 6.260
or4_4 | 1 | 11.26
