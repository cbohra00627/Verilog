==> flow/design.v <==
module switch(
  input mem_en,
  input mem_rw,
  input [1:0] mem_addr,
  input [7:0] mem_data,
  input [7:0] data,
  input data_status,
  output [7:0] port0,
  output [7:0] port1,
  output [7:0] port2,
  output [7:0] port3,
  output ready0,
  output ready1,
  output ready2,
  output ready3,
  input read0,
  input read1,
  input read2,
  input read3,
  input clk,
  input rst);
  reg [7:0] port0_addr;
  reg [7:0] port1_addr;
  reg [7:0] port2_addr;
  reg [7:0] port3_addr;
  reg [7:0] port_0;
  reg [7:0] port_1;
  reg [7:0] port_2;
  reg [7:0] port_3;
  reg ready_0;
  reg ready_1;
  reg ready_2;
  reg ready_3;
  reg clk_count = 8'h00;
  reg [7:0] out_addr = 8'h00;
  reg [7:0] length = 8'h00;
  always @(posedge clk) begin
    if (rst) begin
      port0_addr = 8'h00;
      port1_addr = 8'h00;
      port2_addr = 8'h00;
      port3_addr = 8'h00;
      clk_count = 8'h00;
    end
    else if (mem_en && mem_rw) begin
      case(mem_addr)
        2'b00:  port0_addr = mem_data;
        2'b01:  port1_addr = mem_data;
        2'b10:  port2_addr = mem_data;
        2'b11:  port3_addr = mem_data;
      endcase
    end
    else if (data_status) begin
      if (clk_count == 8'h00) begin
        out_addr = data;
      end
      if (clk_count == 8'h02) begin
        length = data;
      end
      case(out_addr)
        port0_addr: ready_0 = 1'b1;
        port1_addr: ready_1 = 1'b1;
        port2_addr: ready_2 = 1'b1;
        port3_addr: ready_3 = 1'b1;
      endcase
      if (read0)
        port_0 = data;
      else if (read1)
        port_1 = data;
      else if (read2)
        port_2 = data;
      else if (read3)
        port_3 = data;
      if (clk_count >= 8'h03)
        length = length - 1'b1;
      clk_count = clk_count + 1'b1;
    end
    if (length == 8'h00 && clk_count != 8'h00)
      clk_count = 8'h00;
  end
  assign port0 = port_0;
  assign port1 = port_1;
  assign port2 = port_2;
  assign port3 = port_3;
  assign ready0 = ready_0;
  assign ready1 = ready_1;
  assign ready2 = ready_2;
  assign ready3 = ready_3;
endmodule  
==> flow/run.sh <==
#!/bin/bash
# OpenROAD 26Q1-2900-gdf79404cd8, Yosys 0.63+post, stock flow scripts
make -C /OpenROAD-flow-scripts/flow DESIGN_CONFIG=/design/flow/config.mk WORK_HOME=/design/flow/orfs finish
==> flow/config.mk <==
export PLATFORM = sky130hd
export DESIGN_NAME = switch
export DESIGN_NICKNAME = switch
export VERILOG_FILES = /design/flow/design.v
export SDC_FILE = /design/flow/constraint.sdc
export NUM_CORES = 4
export LEC_CHECK = 1
export CORE_AREA = 10 10 98 98
export DIE_AREA = 0 0 108 108
==> flow/constraint.sdc <==
current_design switch

set clk_period 1.4
set clk_io_pct 0.2

create_clock -name clk0 -period $clk_period [get_ports {clk}]

set non_clock_inputs [all_inputs -no_clocks]
set_input_delay [expr $clk_period * $clk_io_pct] -clock clk0 $non_clock_inputs
set_output_delay [expr $clk_period * $clk_io_pct] -clock clk0 [all_outputs]
==> qor.rpt <==
SYNTH
---------------------------------------------------------------------------------
Number of flops mapped to enable cells by yosys ....................           32
Most area-hungry cell type in the Yosys netlist .................... sky130_fd_sc_hd__edfxtp_1
Synth top cells by count ........................................... sky130_fd_sc_hd__edfxtp_1 (32), sky130_fd_sc_hd__buf_4 (4), sky130_fd_sc_hd__nand2b_1 (2)
Register bit total from synthesis ..................................           32
Yosys stat cell total ..............................................           45
Post-synthesis sequential area ratio ...............................       90.57%
Distinct cells, synth ..............................................           10
Most common flop cell mapped by yosys .............................. sky130_fd_sc_hd__edfxtp_1
Syn avg cell area ..................................................    23.58 um2
Post-synth area from yosys stat .................................... 0.001061 mm2
Largest cells by area after synthesis .............................. sky130_fd_sc_hd__edfxtp_1 (91%), sky130_fd_sc_hd__buf_4 (2.8%), sky130_fd_sc_hd__nand2b_1 (1.2%)
Number of warning messages in the yosys log ........................            1
Netlist Area Pre-Place ............................................. 0.001061 mm2
Number of instances in the synthesized netlist .....................           45
Most common cell in the netlist .................................... sky130_fd_sc_hd__edfxtp_1
Top-area cell type share of the netlist area .......................       90.57%
Ys async rst share .................................................           0%

DIE
---------------------------------------------------------------------------------
Effective utilization at floorplan .................................       13.87%
Die height .........................................................       108 um
CORE AREA .......................................................... 0.007647 mm2
Number of rows created at floorplan ................................           32
Die area ...........................................................  0.01166 mm2
Total I/O pin count ................................................           63
Overall die width ..................................................       108 um

JOB
---------------------------------------------------------------------------------
Number of maximum-capacitance violations ...........................            0
Tool warnings ......................................................           36

FINISH
---------------------------------------------------------------------------------
Share of the core filled with cells in the final layout ............       24.71%
Syn-to-layout area delta ...........................................       78.07%
Post-route insts no fill ...........................................          208
Number of filler instances in the final layout .....................          773
Fraction of layout cells with a size suffix above 1 ................       20.75%

SETUP PATH
---------------------------------------------------------------------------------
Worst Path Arrival .................................................      1.35 ns
Max Fanout on Critical Path ........................................            8
Path type of the worst setup path .................................. primary input to flop
Worst Setup End Kind ...............................................         flop
Critical Path Source Type .......................................... primary input
Data required, critical path .......................................      1.38 ns

HOLD PATH
---------------------------------------------------------------------------------
End of the worst hold path .........................................    port_3[2]
Hold depth .........................................................            4
Type of the tightest min-delay check ............................... primary input to flop
Hold Crit Start ....................................................        read2

DETAILED ROUTING
---------------------------------------------------------------------------------
Via/cell ratio .....................................................        2.865
Count of nets left with antenna violations after detail routing ....            0
Mean routed wirelength per cell ....................................     12.19 um
First DRT Iteration DRCs ...........................................           15
Number of iterations in the first detailed-routing pass ............            3
Aggregate routed wire length .......................................     2.535 mm
Count of antenna diodes in the layout ..............................            0
Remaining routing DRC violations ...................................            0
Vias post-DR .......................................................          596

GRT
---------------------------------------------------------------------------------
Number of global-route vias before repair ..........................          667
Remaining global-route overflow ....................................            0
Aggregate global-route resource usage ..............................       4.020%
Largest net degree at the start of global routing ..................            9
Number of antenna violations at the first check in global routing ..            0
Global-route wire length before repair .............................     3.512 mm

STA
---------------------------------------------------------------------------------
Part of the cycle the worst path needs .............................       98.01%
Final tally of max-slew violations .................................            0
Hold Violations, Final .............................................            0
Tmin final .........................................................     1.372 ns
Total of endpoints with negative setup slack in the final report ...            0
Fmax achieved ......................................................   0.7288 GHz
RSZ-0062 raised after global routing ...............................           no

PLACED DESIGN
---------------------------------------------------------------------------------
Port buffer count ..................................................           48
Routability-driven placement congestion ratio ......................       0.6731
Count of placed standard cells including taps ......................          202

CLOCK NETWORK
---------------------------------------------------------------------------------
Sinks on the clock net .............................................           32
Max H-tree Level ...................................................            2
CTS buffer count ...................................................            5
Clock slew seen by the registers of the worst setup and hold paths .      0.06 ns
Number of buffers on the longest clock path ........................            2
Root Buffer ........................................................ sky130_fd_sc_hd__clkbuf_8
TritonCTS clock tree ...............................................          yes

RUN STATUS
---------------------------------------------------------------------------------
Result of the run .................................................. complete, no violations

POWER
---------------------------------------------------------------------------------
Power density over the cells ....................................... 954.7 mW/mm2
Lkg Pwr ............................................................    0.6822 nW
Overall Power ......................................................     1.804 mW
VDD IR-drop max ....................................................    0.2806 mV

==> cell families (layout without fill, tap and decap cells) <==
group	count (synthesis)	count (layout)	synth area share, %
buffers and inverters	4	62	2.830
other	1	4	0.3534
AND/OR/NAND/NOR	8	8	6.251
flip-flops	32	32	90.57
==> placed cells by master (no fill, tap or decap), drive strengths merged, types with 2 or more instances in the layout <==
master         count
clkdlybuf4s50     37
conb               4
clkdlybuf4s15      2
nand2b             2
buf               10
dlymetal6s2s       7
edfxtp            32
clkbuf             5
==> sequential cells by signal, indices dropped and copies added, names as in the netlist <==
name and flops:
port_1 8, port_3 8, port_2 8, port_0 8
==> worst max-delay path, stage by stage <==
cell and delay [ns]:
sky130_fd_sc_hd__clkdlybuf4s50_1 0.40, sky130_fd_sc_hd__and2_4 0.19, sky130_fd_sc_hd__nor4b_4 0.31, sky130_fd_sc_hd__buf_12 0.17
==> per-stage QoR <==
step                setup TNS [ns]  hold WS [ns]  worst slack (ns)  area, um2
floorplan                  -0.3920        0.3789          -0.02522       1112
global placement            -11.56        0.9225           -0.4637       1788
finish                           0        0.5648           0.02783       1889
detailed placement          -11.80        0.9307           -0.4855       1788
global route                     0        0.5764         0.0004116       1889
CTS                              0        0.5573          0.001698       1861
==> layer usage <==
| metal | track usage [%] | up-vias | wire (um) |
|---|---|---|---|
| met2 | 7.931 | 36 | 1394 |
| met1 | 3.695 | 270 | 886 |
| met5 | 0 | - | 0 |
| met3 | 1.506 | 2 | 208 |
| li1 | - | 288 | - |
| met4 | 1.050 | 0 | 45 |
==> report_power, final <==
group | total [mW] | internal, mW | switching [mW]
clock | 0.582 | 0.318 | 0.264
combinational | 0.137 | 0.0928 | 0.0444
sequential | 1.08 | 1.08 | 0.00491
==> how the worst max path moves through the flow <==
stage                 startpoint        end  slack, ns  depth (start not counted)
after CTS                 mem_en  port_1[0]      0.002                          4
after global routing   port_2[2]   port2[2]     0.0004                          1
final                     mem_rw  port_1[0]       0.03                          4
==> what timing repair did <==
action | 4_1_cts | 5_1_grt
endpoints found under the hold margin | 0 | 0
resized | 13 | 8
hold buffers | 0 | 0
pin swaps | 4 | 4
setup buffers | 0 | 1
setup endpoints to repair | 24 | 23
==> area by class of cell <==
cell class / instances / area, um2 / area share [%]
multi-input cells: 12 / 131.4 / 6.954
repair buffers: 57 / 600.6 / 31.79
flip-flops and latches: 32 / 960.9 / 50.86
well taps: 102 / 127.6 / 6.755
clock buffers: 5 / 68.82 / 3.642
Power and IR drop assume default switching activity.
